==> flow/design.v <==
module RAM #(parameter DATA_BITS = 8,  parameter ADDRESS_BITS = 4)
(input clk, input write, input[ADDRESS_BITS-1:0] addr, input[DATA_BITS-1:0] in_data, output[DATA_BITS-1:0] out_data);
   reg [DATA_BITS-1:0] memorySpace [0:2**ADDRESS_BITS-1];                          
   reg [DATA_BITS-1:0] data_out_reg;
   always @ (posedge clk) begin
       if (write) memorySpace[addr] <= in_data;
       data_out_reg <= memorySpace[addr];
    end
   assign out_data = data_out_reg;
endmodule
==> flow/run.sh <==
#!/bin/bash
# OpenROAD 26Q1-2900-gdf79404cd8, Yosys 0.63+post, stock flow scripts
make -C /OpenROAD-flow-scripts/flow DESIGN_CONFIG=/design/flow/config.mk WORK_HOME=/design/flow/orfs finish
==> flow/config.mk <==
export PLATFORM = sky130hd
export DESIGN_NAME = RAM
export DESIGN_NICKNAME = RAM
export VERILOG_FILES = /design/flow/design.v
export SDC_FILE = /design/flow/constraint.sdc
export NUM_CORES = 4
export LEC_CHECK = 1
export CORE_UTILIZATION = 40
==> flow/constraint.sdc <==
current_design RAM

set clk_period 2.3
set clk_io_pct 0.2

create_clock -name clk0 -period $clk_period [get_ports {clk}]

set non_clock_inputs [all_inputs -no_clocks]
set_input_delay [expr $clk_period * $clk_io_pct] -clock clk0 $non_clock_inputs
set_output_delay [expr $clk_period * $clk_io_pct] -clock clk0 [all_outputs]
==> run notes <==
Implementation results. For the worst flop-to-flop path, the logic depth is 3. Initial core utilization landed at 41.7%. Average via count per standard cell landed at 5.12. The flow reports an fmax of 565 MHz. Headroom to the max-slew limit came out at 59.4%. The path class of the tightest hold or removal check is register to register. The worst setup path is launched from an input port.

Cell depth of the worst min-delay path landed at 3. Setup repair after global routing left no endpoint under its margin. Among all stages on the critical path, the largest delay is contributed by sky130_fd_sc_hd__clkdlybuf4s50_1. The flow ran to the end, and the final reports show no timing, DRC or antenna violations. Pin count of the biggest net entering global routing landed at 17. At the pin with the least slew margin, the transition time is 0.607 ns.

The iteration count recorded for the first detailed-route pass is 4. Before any placement, the netlist area is recorded as 0.00507 mm2. After detailed routing, the average wire length per cell comes to 20.5 um. Adding up every negative setup slack in the final design gives 0 ns. Number of instances in the synthesized netlist landed at 230. The logs give a warning total of 25.

Data required time at the worst endpoint landed at 2.43 ns. In this run the remaining antenna-violating nets after routing total 0. Count of vias placed by the detailed router landed at 2,416. RePlAce ended its routability-driven mode at a weighted congestion of 0.853. The worst register-to-register path ends at data_out_reg[7]. Sum of net half-perimeters after detailed placement landed at 6320 um. Per the final layout report, the fraction of cells sized above drive strength 1 comes to 30.9%. Setup violations remaining at the end of the flow were counted as 0. Post-synth tally of flip-flops with integrated enable landed at 128. Violation count after the first detailed-route iteration landed at 177. Global routing finished with a remaining overflow of 0.

The number of clock buffers added by TritonCTS is 17. Buffer count from post-CTS setup fixing landed at 0. Total core area landed at 0.0122 mm2. Maximum root-to-sink buffer count landed at 2. Leaving out fill and tap cells, the most frequent cell in the layout is sky130_fd_sc_hd__edfxtp_1. In this run the VDD rail shows a maximum IR drop of 0.450 mV. Static leakage landed at 2.11 nW. For this block, the routed nets add up to 9670 um of wire. H-tree depth landed at 4. Clock latency reported for the late side of the worst-skew pair landed at 0.42 ns. Number of global-route vias before repair landed at 2,672. Worst hold margin landed at 0.690 ns. CTS sink count landed at 136. Mean cell area of the mapped netlist landed at 22.0 um2. Of the available clock period, the critical path in the final layout requires 77.0%. Sequential-to-total area share from yosys stat landed at 79.0%. The critical path goes through clkdlybuf4s50_1 > or3b_2 > nor3_1 > buf_4. The launch point of the worst register-to-register path is recorded as memorySpace[3][7]. The top cell types in the final layout, fill and taps aside, are 128 x sky130_fd_sc_hd__edfxtp_1, 32 x sky130_fd_sc_hd__mux4_2, 31 x sky130_fd_sc_hd__buf_4, 19 x sky130_fd_sc_hd__clkdlybuf4s50_1, 17 x sky130_fd_sc_hd__clkbuf_16. Largest fanout of any net on the critical path landed at 8. For the final database, setup skew stands at 0.00856 ns. 22 I/O pins were placed. Data on the critical path arrives at its endpoint at 1.90 ns. Worst stage delay on the critical path landed at 0.55 ns. Reg-to-reg setup timing slack landed at 0.92 ns. TritonCTS built the clock tree. The startpoint identified for the worst hold timing path is memorySpace[12][1]. Per the run summary, max-cap violations total 0.

The cell type that accounts for the most area after synthesis is sky130_fd_sc_hd__edfxtp_1. STA classifies the critical path endpoint as a register. Number of antenna violations at the first check in global routing landed at 0. Placement row count landed at 40. Once the clock tree was built, the resizer swapped 0 gates to a different size. The flow reported a cell area power density of 957 mW/mm2. For this run, asynchronously set or reset flops after synthesis account for 0%.

Chip area from the yosys synthesis statistics landed at 0.00507 mm2. In this run the tool buffered the top-level ports with 21 buffer cells. Pins over their slew limit in the final report were tallied at 0. The first global-routing pass estimated 15,000 um of wire. Summed over its instances, the top area cell type makes up 75.9% of the synthesized netlist area. Per the run report, area growth between synthesis and finish was 24.8%. For reference, the top cells by area after synthesis are sky130_fd_sc_hd__edfxtp_1 76%, sky130_fd_sc_hd__mux4_2 14%, sky130_fd_sc_hd__dfxtp_1 3.2%.

Remaining design rule violation count landed at 0. For reference, the most critical setup path is categorized as input port to register. Cell total in the yosys stat output landed at 230. Width of the die landed at 115 um. The post-CTS hold buffer count recorded in the log is 0.

Per the final timing report, the hold violations number 0. Fill cell total of the finished layout landed at 961. Total track usage landed at 17.2%.

The commonest register cell is sky130_fd_sc_hd__edfxtp_1. Counting distinct cell types in the post-synthesis netlist gives 18. The synthesis stat section lists a flop and latch total of 136. Yosys warning tally landed at 1. The register with the most flip-flops in the layout has 128 of them. Area of the die landed at 0.0131 mm2. Final period demand of the worst path landed at 1.77 ns. Clock transition at the register clock pins on the worst setup and hold paths after CTS landed at 0.06 ns. Number of diodes landed at 0. Height of the chip landed at 115 um. Looking at the clock tree report, the root buffer type is sky130_fd_sc_hd__clkbuf_16. Looking at the hold checks, the worst path lands on data_out_reg[1].
[metal layers]
metal / up-vias / wire length, um / GRT usage, %
met1: 1230 / 4080 / 26.6
met5: - / 0 / 0
met4: 0 / 188 / 2.68
met2: 92 / 4540 / 25.3
met3: 12 / 861 / 8.09
li1: 1082 / - / -
[critical path: cells and delay by family]
kind,cells,cell delay (ns)
simple gates,2,0.69
buf+inv,2,0.75
[worst max path at each step]
stage,slack [ns],start,cells after the start,end
global route,0.45,addr[3],5,memorySpace[4][2]
finish,0.53,write,4,memorySpace[0][2]
CTS,0.54,write,4,memorySpace[0][2]
[kinds of logic after synthesis]
family	synth area share, %
buf+inv	1.19
flops	79.0
mux	14.2
compound gates	2.37
simple gates	3.21
[power by group]
group | leakage, nW | internal, mW | total [mW] | switching [mW]
logic | 0.563 | 0.141 | 0.283 | 0.141
registers | 1.22 | 2.77 | 2.79 | 0.0146
clock network | 0.318 | 2.02 | 2.99 | 0.966
total | 2.11 | 4.93 | 6.06 | 1.12
[per-stage QoR]
step           power [mW]  cell area, um2  setup slack, ns  utilization (%)  std cells
2_1_floorplan        2.97            5070            0.347                -        230
3_3_place_gp         3.12            5670           0.0893             46.6        440
3_5_place_dp         3.13            5670           0.0964             46.6        440
4_1_cts              6.11            6330            0.536             52.0        472
5_1_grt              6.26            6330            0.452             52.0        472
6_report             6.06            6330            0.529             52.0        472
[layout make-up]
| cell class | instances | area, um2 | share of cell area, % |
|---|---|---|---|
| flip-flops and latches | 136 | 4000 | 63.3 |
| clock buffers | 18 | 429 | 6.78 |
| well taps | 168 | 210 | 3.32 |
| clock inverters | 14 | 226 | 3.58 |
| repair buffers | 53 | 453 | 7.16 |
| multi-input cells | 83 | 1000 | 15.9 |
[Yosys cell counts (2+ instances only)]
library cell / number
sky130_fd_sc_hd__buf_6: 2
sky130_fd_sc_hd__dfxtp_1: 8
sky130_fd_sc_hd__edfxtp_1: 128
sky130_fd_sc_hd__a22oi_1: 16
sky130_fd_sc_hd__clkbuf_1: 2
sky130_fd_sc_hd__nor3_1: 4
sky130_fd_sc_hd__nand2b_1: 2
sky130_fd_sc_hd__nand2_1: 9
sky130_fd_sc_hd__nand3b_1: 2
sky130_fd_sc_hd__buf_1: 4
sky130_fd_sc_hd__nor2b_1: 2
sky130_fd_sc_hd__buf_2: 2
sky130_fd_sc_hd__mux4_2: 32
sky130_fd_sc_hd__nor2_1: 13
Power is estimated from default activity; no workload was simulated.
