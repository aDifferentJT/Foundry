**flow/run.sh**
```bash
#!/bin/bash
# OpenROAD 26Q1-2900-gdf79404cd8, Yosys 0.63+post, stock flow scripts
make -C /OpenROAD-flow-scripts/flow DESIGN_CONFIG=/design/flow/config.mk WORK_HOME=/design/flow/orfs finish
```
**flow/config.mk**
```make
export PLATFORM = sky130hd
export DESIGN_NAME = PRESCALER
export DESIGN_NICKNAME = PRESCALER
export VERILOG_FILES = /design/flow/design.v
export SDC_FILE = /design/flow/constraint.sdc
export NUM_CORES = 4
export LEC_CHECK = 1
export CORE_AREA = 10 10 83 83
export DIE_AREA = 0 0 93 93
```
**flow/constraint.sdc**
```tcl
current_design PRESCALER

set clk_period 2.8
set clk_io_pct 0.2

create_clock -name clk0 -period $clk_period [get_ports {clk}]

set non_clock_inputs [all_inputs -no_clocks]
set_input_delay [expr $clk_period * $clk_io_pct] -clock clk0 $non_clock_inputs
set_output_delay [expr $clk_period * $clk_io_pct] -clock clk0 [all_outputs]
```
**flow/design.v**
```verilog
module PRESCALER #(parameter BITS = 16) (input clk, output out);
    reg [BITS-1:0] counter = 0;
    always @ (posedge clk) begin      
        counter <= counter + 1;
    end
   assign out = counter[BITS-1];
endmodule
```
==> flow_summary.yaml <==
# yosys + openroad results
synth:
  ys_area_sq_um: 622
  synth_cell_type_count: 12
  ys_seq_share_pct: 51.5
  syn-instance-count: 57
  syn_avg_cell_area_sq_um: 10.9
  yosysWarnings: 1
  yosys_cells: 57
  synthesis.area_sq_um: 622
  ys_seq_elements: 16
final_layout:
  layout_top_cells: "dfxtp_1 (16), xor2_1 (10), nand3_1 (5)"
  regArea_sq_um: 320
  area_delta_synth_final_pct: 24.5
  fin_util_pct: 15.1
  lay_top_count: "dfxtp_1"
  regMostFlops: "counter"
  largest_reg_flops: 16
  comb_area_sq_um: 290
  biggestRegsByFlops: "counter (16)"
  fill_cells: 595
  drive_above_1_share_pct: 14.5
final_timing:
  setup_violations: 0
  finalHoldViolations: 0
  rsz0062_at_grt: "no"
  worst_slew_pin_slew_ns: 0.331
  drv_slew: 0
  skew_ns: 0.00352
  max_clock_freq_mhz: 621
  min_period_over_period_pct: 57.5
  tns_ns: 0
  max_slew_margin_pct: 77.8
  fin_ws_ns: 1.19
  fin_crit_ns: 1.61
clocking:
  cts.clk_slew.worst_paths_ns: 0.06
  cts_tree: "built"
  cts_buffers: 3
  root_buffer: "clkbuf_8"
  cts-hold-fix-buffers: 0
  cts_buffer_depth: 2
  cts_sinks: 16
  cts_resized: 0
  htreeDepth: 1
  clock_latency_ns: 0.24
  post_cts_buffers: 0
grt:
  grt_pass1_wl_um: 1610
  first_global_vias: 367
  grt_usage_pct: 2.28
  grt_max_degree: 10
  antenna_found_initial: 0
  gr-total-overflow: 0
worst_setup_path:
  cp_cell_sequence: "clkdlybuf4s50_1"
  path_buffers: 1
  r2r-start: "counter[8]"
  crit_start: "counter[15]"
  path_class: "reg2out"
  slowest_delay_ns: 0.46
  cp-end-kind: "output pin"
  cp.arrival_ns: 1.05
  cp_max_fo: 2
  critPathCapture: "out"
  reg2reg_slack_ns: 1.55
  required_ns: 2.24
  crit_family: "buffers and inverters"
  r2r_cells: 3
  crit-reg2reg-capture: "counter[14]"
  crit_cells: 1
  cp_slowest_cell: "clkdlybuf4s50_1"
  start_kind: "flip-flop"
floorplanning:
  core_area_sq_um: 5140
  placementRows: 26
  ios: 2
  fp_util_pct: 12.1
  die_w_um: 93
  die_area_sq_um: 8650
  die_h_um: 93
power:
  p_leak_uw: 0.000305
  power.density_nw_per_um2: 550
  ir_drop_v: 0.000152
drt:
  vias: 380
  antenna_cells: 0
  wire_per_inst_um: 6.47
  wl_um: 854
  ant_nets: 0
  drtPass1Iterations: 2
  drt_iter0_drc: 15
  vias_per_cell: 2.88
  drc_errors: 0
placed_design:
  dpl_worst_slack_ns: 1.44
  dpl.hpwl_um: 596
  portBuffers: 1
  finalWeightedCongestion: 0.704
status:
  status: "complete, no violations"
run:
  maxCapViolations: 0
  openroad.warnings: 25
min_path:
  min_path_type: "reg2reg"
  hold_path_depth: 1
==> final cells by class <==
type,count,area share [%]
clock buffer,4,7.11
multi-input combinational,38,37.5
tap,70,11.3
sequential,16,41.4
inverter,3,1.45
timing repair buffer,1,1.29
==> metal layers <==
layer | vias to the layer above | part of all wire [%] | GRT usage (%)
li1 | 206 | - | -
met1 | 170 | 52 | 2.77
met2 | 4 | 39 | 3.15
met3 | 0 | 8.7 | 1.86
met4 | 0 | 0 | 0.257
met5 | - | 0 | 0
==> logic make-up after synthesis <==
kind of cell | after synthesis | share of synthesized area, %
XOR/XNOR | 14 | 19.7
adder cells (fa/ha/maj) | 1 | 2.01
flip-flops | 16 | 51.5
buffers and inverters | 3 | 1.81
AND/OR/NAND/NOR | 23 | 24.9
==> Yosys cell counts <==
| cell type | count | share of area [%] |
|---|---|---|
| nand4_1 | 2 | 2.0 |
| ha_1 | 1 | 2.0 |
| nand3_1 | 5 | 4.0 |
| nand4_4 | 1 | 3.4 |
| inv_1 | 3 | 1.8 |
| nor2_1 | 3 | 1.8 |
| xor2_1 | 10 | 14 |
| xnor2_1 | 4 | 5.6 |
| dfxtp_1 | 16 | 52 |
| nor3_1 | 4 | 3.2 |
| nor4_2 | 4 | 8.0 |
| nand2_1 | 4 | 2.4 |
==> worst min-delay path by stage <==
stage               from    endpoint  slack [ns]
CTS           counter[0]  counter[0]        0.41
global route  counter[0]  counter[0]        0.44
finish        counter[0]  counter[0]        0.41
==> metrics by stage <==
step | hold slack, ns | cell area (sq um) | cells | total power (uW)
6_report | 0.407 | 774 | 132 | 426
5_1_grt | 0.437 | 774 | 132 | 448
4_1_cts | 0.405 | 774 | 132 | 436
3_5_place_dp | 0.388 | 719 | 128 | 233
3_3_place_gp | 0.380 | 719 | 128 | 233
2_1_floorplan | 0.370 | 622 | 57 | 233
==> where the power goes <==
part | leakage, uW | switching, uW | total [uW] | internal [uW]
registers | 0.000129 | 0 | 228 | 228
clock network | 0.0000288 | 73.9 | 198 | 124
logic | 0.000148 | 0 | 0.000148 | 0
total | 0.000305 | 73.9 | 426 | 352
Power and IR drop assume default switching activity.
